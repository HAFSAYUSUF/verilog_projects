**config.mk**
```make
export PLATFORM = sky130hd
export DESIGN_NAME = Traffic_sys
export DESIGN_NICKNAME = Traffic_sys
export VERILOG_FILES = /design/flow/design.v
export SDC_FILE = /design/flow/constraint.sdc
export NUM_CORES = 4
export LEC_CHECK = 1
export CORE_AREA = 10 10 70 70
export DIE_AREA = 0 0 80 80
```
**constraint.sdc**
```tcl
current_design Traffic_sys

set clk_period 2.3
set clk_io_pct 0.2

create_clock -name clk0 -period $clk_period [get_ports {clk}]

set non_clock_inputs [all_inputs -no_clocks]
set_input_delay [expr $clk_period * $clk_io_pct] -clock clk0 $non_clock_inputs
set_output_delay [expr $clk_period * $clk_io_pct] -clock clk0 [all_outputs]
```
**design.v**
```verilog
module Traffic_sys(north_light,west_light,south_light,east_light,clk,reset);
   output reg [2:0] north_light,west_light,south_light,east_light; 
   input      clk;
   input      reset;
   reg [2:0] state;
   parameter [2:0] north=3'b000, north_yellow=3'b001, west=3'b010, west_yellow=3'b011, 
   east=3'b100, east_yellow=3'b101, south=3'b110, south_yellow=3'b111;
   reg [3:0] count;
   always @(posedge clk, posedge reset)
     begin
        if (reset)
            begin
                state=north;
                count =3'b0000;
            end
        else
            begin
                case (state)
                north :
                    begin
                        if (count==4'b1111)
                            begin
                            count=4'b0000;
                            state=north_yellow;
                            end
                        else
                            begin
                            count=count+4'b0001;
                            state=north;
                            end
                    end
                north_yellow :
                    begin
                        if (count==4'b0011)
                            begin
                            count=4'b0000;
                            state=west;
                            end
                        else
                            begin
                            count=count+4'b0001;
                            state=north_yellow;
                        end
                    end
               south :
                    begin
                        if (count==4'b1111)
                            begin
                            count=4'b0000;
                            state=south_yellow;
                            end
                        else
                            begin
                            count=count+4'b0001;
                            state=south;
                        end
                    end
            south_yellow :
                begin
                    if (count==4'b0011)
                        begin
                        count=4'b0000;
                        state=east;
                        end
                    else
                        begin
                        count=count+4'b0001;
                        state=south_yellow;
                        end
                    end
            east :
                begin
                    if (count==4'b1111)
                        begin
                        count=4'b0000;
                        state=east_yellow;
                        end
                    else
                        begin
                        count=count+4'b0001;
                        state=east;
                        end
                    end
            east_yellow :
                begin
                    if (count==4'b0011)
                        begin
                        count=4'b0000;
                        state=north;
                        end
                    else
                        begin
                        count=count+4'b0001;
                        state=east_yellow;
                        end
                    end
            west :
                begin
                    if (count==4'b1111)
                        begin
                        state=west_yellow;
                        count=4'b0000;
                        end
                    else
                        begin
                        count=count+4'b0001;
                        state=west;
                        end
                    end
            west_yellow :
                begin
                    if (count==4'b0011)
                        begin
                        state=south;
                        count=3'b0000;
                        end
                    else
                        begin
                        count=count+4'b0001;
                        state=west_yellow;
                        end
                    end
            endcase  
        end  
    end 
always @(state)
     begin
         case (state)
            north:
                begin
                    north_light = 3'b001;
                    south_light = 3'b100;
                    east_light = 3'b100;
                    west_light = 3'b100;
                end 
            north_yellow :
                begin
                    north_light = 3'b010;
                    south_light = 3'b100;
                    east_light = 3'b100;
                    west_light = 3'b100;
                end 
            south :
                begin
                    north_light = 3'b100;
                    south_light = 3'b001;
                    east_light = 3'b100;
                    west_light = 3'b100;
                end 
            south_yellow :
                begin
                    north_light = 3'b100;
                    south_light = 3'b010;
                    east_light = 3'b100;
                    west_light = 3'b100;
                end 
            west :
                begin
                    north_light = 3'b100;
                    south_light = 3'b100;
                    east_light = 3'b100;
                    west_light = 3'b001;
                end 
            west_yellow :
                begin
                    north_light = 3'b100;
                    south_light = 3'b100;
                    east_light = 3'b100;
                    west_light = 3'b010;
                end 
            east :
                begin
                    north_light = 3'b100;
                    south_light = 3'b100;
                    east_light = 3'b001;
                    west_light = 3'b100;
                end 
            east_yellow :
                begin
                    north_light = 3'b100;
                    south_light = 3'b100;
                    east_light = 3'b010;
                    west_light = 3'b100;
                end 
            endcase 
     end 
endmodule
```
**run.sh**
```bash
#!/bin/bash
# OpenROAD 26Q1-2900-gdf79404cd8, Yosys 0.63+post, stock flow scripts
make -C /OpenROAD-flow-scripts/flow DESIGN_CONFIG=/design/flow/config.mk WORK_HOME=/design/flow/orfs finish
```
==> run notes <==
flow finished, numbers: Clk pin slew, worst setup/hold paths=50 ps, GRT Max-Usage Layer=met2, largest net degree at the start of global routing=16, root buf cell=clkbuf_4, Placed Area=697 um^2, Final Hold Viols=0, # diodes=0, register share after synthesis=0.332, crit path DRT=1840 ps, drc violations=0, Worst Skew=0.588 ps, post-route cell area=723 um^2, combinational fraction of design power=0.017, max-cap violations=0, setup bufs post-CTS=0, Mapped Cells=57, fmax=0.481 GHz, buffers added on ports=13, Leak=0.324 nW, worst skew pair latency=240 ps, vias in the first global route=396, Total Routing Usage GR=0.0330, switching power=0.0428 mW, hold_buf cts=0, critical path class=flip-flop to output port, Initial Util=0.155, CTS tree=yes, drt total wl=1.06 mm, CP max-delay cell=dfrtp_1, Clock Power Share=0.454, post-synthesis cell area=528 um^2, CP max stage delay=520 ps, Max Slew Vio Count=0, # Cells Yosys=57, Remaining Overflow, GRT=0, Die Wd=80 um, Seq pwr share=0.528, setup repair after global routing missed its margin=false, Core Util, Final=0.212, slew margin rel.=0.707, most frequent CP cell=inv_1, Ports=14, Period minus WS final=2080 ps, HP Class=primary input to async pin, core area=3420 um^2, Num CTS Buffers=3, tool warnings=29, Routed Antenna Nets=0, Clock Sinks=7, FILL cells=394, cell chain of the critical path=inv_1 -> ha_1 -> inv_1 -> clkdlybuf4s50_1, Arrival @ worst endpoint=1620 ps, gpl congestion=0.717, status=finished clean, H-tree depth=1, Clock Path Buffers=2, cell family with most CP delay=buffers and inverters, Sw Ratio=0.183, VDD IR max=0.0851 mV, hpwl dp=885 um, Final setup viols=0, Worst Tran Pin Value=440 ps, CP Launch Type=flip-flop, first-pass GRT wire length=1.77 mm, share of layout cells above drive strength 1=0.0833, Comb gate area=304 um^2, crit path capture type=output port, Flop area=175 um^2, crit-path max FO=11, yosys synthesis chip area=528 um^2, antenna violations before repair=0, flops & latches, synth=7, YS warnings=1, Layout area overhead=37.0%, Critical path buffers and inverters=3, met2 Use GR=0.0506, die height=80 um, Routed WL per cell=9.01 um, PwrDens=323 nW/um^2, met3 usage=0.0114, Via density=3.58, cell row count=21, Final Power=0.234 mW, P_int=0.191 mW, vias=423, Synth Area per Inst=9.26 um^2, Die Area=6400 um^2, Tcrit/Tclk final=0.905, CTS resizes=0, initial DRC count=41, setup_tns=0 ps, Detailed Routing Iterations Pass 1=4, GRT met1 Usage=0.0424, distinct cell type count after synthesis=26
-- per-layer routing --
metal,share of wire,vias up
met1,0.47,193
li1,-,221
met5,0,-
met2,0.46,7
met3,0.058,2
met4,0.0094,0
-- cell families after synthesis --
logic type | Yosys count | share of synthesized area
flops | 7 | 0.332
mux | 2 | 0.0403
buf+inv | 10 | 0.0924
simple gates | 22 | 0.265
compound gates | 10 | 0.128
fa+ha+maj | 6 | 0.142
-- worst paths after layout --
path	startpoint	end	slack [ps]	depth (start not counted)
setup / recovery	state[1]	east_light[2]	220	4
hold / removal	reset	count[1]	450	2
setup reg to reg	state[1]	state[0]	580	5
hold reg to reg	count[0]	count[0]	460	1
max in group asynchronous	reset	state[1]	1640	2
min in group clk0	count[0]	count[0]	460	1
-- Yosys cell counts (all sizes together) --
| cell | count | area share |
|---|---|---|
| a21boi | 1 | 0.014 |
| a21o | 1 | 0.014 |
| a21oi | 2 | 0.019 |
| a221oi | 1 | 0.017 |
| a22o | 1 | 0.017 |
| a31o | 1 | 0.017 |
| and2 | 1 | 0.012 |
| and3 | 3 | 0.036 |
| buf | 2 | 0.036 |
| dfrtp | 7 | 0.33 |
| ha | 6 | 0.14 |
| inv | 8 | 0.057 |
| mux2 | 1 | 0.021 |
| mux2i | 1 | 0.019 |
| nand2 | 4 | 0.028 |
| nand2b | 4 | 0.047 |
| nand3 | 1 | 0.0095 |
| nand3b | 1 | 0.014 |
| nand4bb | 1 | 0.052 |
| nor2 | 3 | 0.021 |
| nor3 | 2 | 0.019 |
| nor3b | 1 | 0.014 |
| o21ai | 2 | 0.019 |
| o22ai | 1 | 0.012 |
| or2 | 1 | 0.012 |
-- state kept, by name, summed over array words and instances (netlist names) --
register  count
state         3
count         4
-- layout by cell type, fill, tap and decap left out --
cell and n:
a221oi_1 1, nor2_1 3, a22o_1 1, dfrtp_1 7, nand4bb_4 1, a21o_1 1, nor3_1 2, a21oi_1 2
mux2_2 1, nand3b_1 1, nand3_1 1, nand2_1 4, a21boi_0 1, a31o_1 1, mux2i_1 1, and2_1 1
nand2b_1 4, o22ai_1 1, clkdlybuf4s50_1 13, ha_1 6, nor3b_1 1, inv_1 8, clkbuf_1 1, o21ai_0 2
or2_2 1, clkbuf_4 3, and3_1 3
-- power by group through the flow --
stage | sequential, mW | clock (mW) | combinational, mW
global route | 0.123 | 0.120 | 0.00457
CTS | 0.123 | 0.114 | 0.00432
finish | 0.123 | 0.106 | 0.00409
-- through the flow --
stage               std cells  setup WS (ps)  hold slack, ps
finish                    118            220             446
global route              118           90.6             455
CTS                       118            200             443
detailed placement        114            473             454
global placement          114            453             439
floorplan                  57            745             263
-- final cells by class --
| cell class | count | area share |
|---|---|---|
| clock buffers | 4 | 0.0363 |
| inverters | 8 | 0.0415 |
| multi-input cells | 40 | 0.420 |
| flip-flops and latches | 7 | 0.242 |
| well taps | 46 | 0.0796 |
| repair buffers | 13 | 0.180 |
Power and IR drop assume default switching activity.
