File: ./config.mk
export PLATFORM = sky130hd
export DESIGN_NAME = Alu
export DESIGN_NICKNAME = Alu
export VERILOG_FILES = /design/flow/design.v
export SDC_FILE = /design/flow/constraint.sdc
export NUM_CORES = 4
export LEC_CHECK = 1
export CORE_UTILIZATION = 40
File: ./constraint.sdc
current_design Alu

set clk_period 9.0
set clk_io_pct 0.2

create_clock -name clk0 -period $clk_period

set non_clock_inputs [all_inputs -no_clocks]
set_input_delay [expr $clk_period * $clk_io_pct] -clock clk0 $non_clock_inputs
set_output_delay [expr $clk_period * $clk_io_pct] -clock clk0 [all_outputs]
File: ./design.v
module Alu(
    input [7:0] A,
    input [7:0] B,
    input [2:0] Opcode,
    output reg [15:0] Out_ALU,
    output reg Carry_out
);
    always @(*) begin
        case (Opcode)
            3'b000: begin  
                {Carry_out, Out_ALU} = A + B;
            end
            3'b001: begin  
                {Carry_out, Out_ALU} = A - B;
            end
            3'b010: begin  
                Out_ALU = A * B;
                Carry_out = 0;
            end
            3'b011: begin  
                Out_ALU = A << 1;
                Carry_out = 0;
            end
            3'b100: begin  
                Out_ALU = A >> 1;
                Carry_out = 0;
            end
            3'b101: begin  
                Out_ALU = (A != 0 && B != 0) ? 1 : 0;
                Carry_out = 0;
            end
            3'b110: begin  
                Out_ALU = (A != 0 || B != 0) ? 1 : 0;
                Carry_out = 0;
            end
            3'b111: begin  
                Out_ALU = ((A != 0) ^ (B != 0)) ? 1 : 0;
                Carry_out = 0;
            end
            default: begin
                Out_ALU = 0;
                Carry_out = 0;
            end
        endcase
    end
endmodule
File: ./run.sh
#!/bin/bash
# OpenROAD 26Q1-2900-gdf79404cd8, Yosys 0.63+post, stock flow scripts
make -C /OpenROAD-flow-scripts/flow DESIGN_CONFIG=/design/flow/config.mk WORK_HOME=/design/flow/orfs finish
==> results.txt <==
buffers inserted by post-CTS timing repair: 0
xor/xnor share: 0.0419
average footprint of a synthesized cell: 7.66 sq um
router iterations before antenna repair: 4
number of synthesis warnings: 1
number of antenna violations at the first check in global routing: 0
portion of the post-synthesis area used by sequential elements: 0
dpl cell area: 3640 sq um
yosys cell count: 409
Die Ht: 90.5 microns
setup repair after global routing missed its margin: false
total of max-cap violations: 0
summed negative setup slack over all endpoints: 0 ns
Detailed Place HPWL: 6.38 mm
adder-cell share of the synthesized area: 0.458
minimum clock period after layout: 8.71 ns
Flop Count: 0
fillcell total: 753
static leakage: 1.81 nW
Detail Route Antenna Nets: 0
top fanout value on the critical path: 8
power density relative to cell area: 119 nW/um^2
DIE WIDTH: 90.5 microns
I/O pins: 36
detail-routed net length per standard cell: 14.1 microns
count of final setup violators: 0
data arrival time of the worst path: 6.91 ns
count of final max-slew check failures: 0
number of DRC markers after the initial detailed-route iteration: 77
mean number of vias per cell: 5.16
Init Core Util: 0.423
placed cells: 540
multiplexer share of the synthesized area: 0.00998
category of the critical setup timing path: in -> out
CP Capture Type: primary output
post-synthesis to final-layout area growth: 16.3%
synthesized-area fraction occupied by and/or/nand/nor cells: 0.202
Storage cell area: 0 sq um
Hold Path Class: in -> out
dominant logic cell type in the layout: inv_1
total gr overflow: 0
Largest logic family: adder cells
transition time of the tightest slew-check pin: 0.768 ns
overall die area: 8190 sq um
final worst path period share: 0.968
number of hold buffers added after CTS: 0
total global routing track utilization: 0.202
# resized after CTS: 0
most common logic cells in the final layout: inv_1 (71), ha_1 (54), fa_1 (38), clkdlybuf4s50_1 (36), and2_1 (35)
post-route cell area: 3640 sq um
global-route wire length before repair: 13.2 mm
routed wire length: 7.63 mm
Synth Area in Compound Gates: 0.181
quantity of I/O buffers inserted on ports: 36
tally of unique sky130hd cells used after synthesis: 53
fraction of final layout cells sized beyond drive strength 1: 0.0431
area of the core: 7410 sq um
Final Non-Filler Cells: 540
post-synthesis instance area: 3130 sq um
startpoint type of the worst setup path: primary input
maximum clock frequency: 115 MHz
Clock buffer cells: 0
peak ir drop on the vdd network: 0.000148 V
outcome: completed
gpl congestion: 0.933
endpoint required time on the critical path: 7.20 ns
Antenna Diode Count: 0
post-synthesis chip area from yosys: 3130 sq um
number of global-route vias before repair: 2,705
worst slew margin relative to its limit: 0.486
Post-route DRC: 0
Final Hold Vio Count: 0
Post-Route Utilization: 0.492
number of placement rows: 31
Vias: 2,786
largest net degree at the start of global routing: 22
cells after synthesis: 409
OpenROAD warning count: 41
## final cells by class
| class | count | area, sq um | area share |
|---|---|---|---|
| Multi-Input combinational cell | 320 | 2800 | 0.768 |
| Timing Repair Buffer | 47 | 443 | 0.122 |
| Inverter | 74 | 278 | 0.0763 |
| Tap cell | 99 | 124 | 0.0340 |
## critical path: stages
cell and delay [ns]:
clkdlybuf4s50_1 0.65, nand2_1 0.13, fa_1 0.50, fa_1 0.49, inv_1 0.05, fa_1 0.53
inv_1 0.05, fa_1 0.53, inv_1 0.04, ha_1 0.34, and2_1 0.18, a221oi_2 0.32
nor3_1 0.10, or3_1 0.39, a21oi_2 0.15, xor2_1 0.07, o21ai_1 0.11, clkdlybuf4s50_1 0.48
## Yosys cell counts (all sizes together), types with 2 or more instances
master	number	share of area
a211oi	2	0.0048
a21o	4	0.0096
a21oi	26	0.043
a31o	2	0.0056
a31oi	3	0.0060
a32oi	3	0.0084
and2	35	0.070
buf	2	0.0028
clkbuf	13	0.016
fa	38	0.24
ha	54	0.22
inv	74	0.089
mux2i	2	0.0064
nand2	26	0.031
nand2b	4	0.0080
nand3	2	0.0032
nor2	32	0.038
nor2b	5	0.010
nor3	6	0.0096
nor4	5	0.010
o21a	3	0.0072
o21ai	21	0.034
o21bai	3	0.0072
o221ai	3	0.0084
o311ai	2	0.0056
or2	3	0.0060
or3	2	0.0040
xnor2	6	0.017
xor2	9	0.025
## metrics by stage
step,hold slack (ns),power (W),setup slack [ns]
CTS,4.85,0.000441,0.293
detailed placement,4.84,0.000437,0.309
floorplan,3.73,0.000321,1.37
global placement,4.85,0.000435,0.324
finish,4.85,0.000433,0.286
global route,4.91,0.000499,0.0146
## report_power, final
group	switching [W]	internal (W)	leakage [nW]
logic	0.000237	0.000197	1.81
registers	0	0	0
clock network	0	0	0
## path summary, 6_finish.rpt
| kind | from | to | slack (ns) | cells after the start |
|---|---|---|---|---|
| worst max-delay path | B[4] | Out_ALU[13] | 0.29 | 18 |
| worst min-delay path | A[0] | Out_ALU[1] | 4.85 | 5 |
## logic make-up (layout without fill, tap and decap cells)
logic type | Yosys count | in the layout
buf+inv | 89 | 121
compound gates | 85 | 85
xor+xnor | 15 | 15
fa+ha+maj | 92 | 92
simple gates | 125 | 125
mux | 3 | 3
## layer usage
| metal | wire, microns | vias to the layer above | GRT usage |
|---|---|---|---|
| met5 | 0 | - | 0 |
| met4 | 63 | 0 | 0.0161 |
| met3 | 269 | 6 | 0.0103 |
| met2 | 3590 | 61 | 0.328 |
| met1 | 3700 | 1303 | 0.316 |
| li1 | - | 1416 | - |
Power is estimated from default activity; no workload was simulated.
