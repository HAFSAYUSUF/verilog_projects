File: flow/design.v
module Car_parking_7_seg(
    input [7:0] Cars,
    output [6:0] seg,
    output [7:0] AN
    );
    reg [3:0] num;
    reg [6:0] seg; 
    always@(Cars)
    num = Cars[7] +Cars[6] + Cars[5] + Cars[4] + Cars[3] + Cars[2] + Cars[1] + Cars[0];
    assign AN = 8'b11111110;
    always@(num)
    begin 
    case(num)
    4'b0000: seg = 7'b1000000;
    4'b0001: seg = 7'b1111001; 
    4'b0010: seg = 7'b0100100; 
    4'b0011: seg = 7'b0110000; 
    4'b0100: seg = 7'b0011001; 
    4'b0101: seg = 7'b0010010; 
    4'b0110: seg = 7'b0000010; 
    4'b0111: seg = 7'b1111000; 
    4'b1000: seg = 7'b0000000;
    endcase
    end 
endmodule
File: flow/run.sh
#!/bin/bash
# OpenROAD 26Q1-2900-gdf79404cd8, Yosys 0.63+post, stock flow scripts
make -C /OpenROAD-flow-scripts/flow DESIGN_CONFIG=/design/flow/config.mk WORK_HOME=/design/flow/orfs finish
File: flow/config.mk
export PLATFORM = sky130hd
export DESIGN_NAME = Car_parking_7_seg
export DESIGN_NICKNAME = Car_parking_7_seg
export VERILOG_FILES = /design/flow/design.v
export SDC_FILE = /design/flow/constraint.sdc
export NUM_CORES = 4
export LEC_CHECK = 1
export CORE_AREA = 10 10 70 70
export DIE_AREA = 0 0 80 80
File: flow/constraint.sdc
current_design Car_parking_7_seg

set clk_period 8.4
set clk_io_pct 0.2

create_clock -name clk0 -period $clk_period

set non_clock_inputs [all_inputs -no_clocks]
set_input_delay [expr $clk_period * $clk_io_pct] -clock clk0 $non_clock_inputs
set_output_delay [expr $clk_period * $clk_io_pct] -clock clk0 [all_outputs]
==> run summary <==
flow finished, numbers: Detail Route Antenna Nets=0, max-cap violations=0, final wirelength=856 µm, syn avg cell area=8.649 µm², Syn-to-layout area delta=31.47%, Residual DRC=0, Max VDD drop=31.00 µV, Cell Pwr Density=139.6 nW/µm², Initial DRC Count=12, vias post-DR=359, drt pass-1 iters=2, vias in the first global route=373, sequential share of power=0.111, run status=complete, no violations, final setup violation count=0, initial antenna violation count=0, setup TNS=0 ns, Yosys top cell by area=dlxtn_1, Synth top cell by count=buf_4, Rows=21, commonest cells in the netlist=buf_4 (10), inv_1 (8), dlxtn_1 (7), area reported by Yosys stat=493.0 µm², yosys stat cell total=57, combinational power share=0.889, final hold viol count=0, Hold-fix buffers, CTS=0, Clk pwr share=0, # Post-CTS Setup Buffers=0, Core Region=3416 µm², PortBufs=15, final tally of max-slew violations=0, post-DR wirelength/cell=7.509 µm, Synth Instances=57, Sw Ratio=0.4478, Cell Area, Synth=493.0 µm², main flop type=dlxtn_1, layout cells sized above 1=0.04412, flops & latches, synth=7, Init Core Util=0.1443, gr ovfl total=0, ant diodes=0, RePlAce Congestion=0.7082, Int Power=0.04997 mW, Post-synth ARST share=0, register pins left without a clock=7, Layout fillers=384, first-pass GRT wire length=1524 µm, P_leak=0.3032 nW, total die size=6400 µm², Post-synth EDFFs=0, die height=80 µm, distinct lib cells=21, max reg flops=7, Synth Warn #=1, Top cell area share=0.2132, unrepaired setup endpoints after global routing=false, Top Ports=23, Final HPWL DP=814.6 µm, Fmax=198.0 MHz, via/cell ratio=3.149, post-CTS resize count=0, number of unconstrained endpoints=14, GRT Util Overall=0.02768, Log Warnings=33, top cells, area=dlxtn_1 (21%), fa_1 (16%), buf_4 (15%), ha_1 (7.6%), inv_1 (6.1%), total power=0.09049 mW, die extent in x=80 µm, P_sw=0.04052 mW, largest net degree at the start of global routing=10
layout make-up:
type | count | area (µm²) | area share
multi-input combinational | 38 | 305.3 | 0.4710
inverter | 8 | 30.03 | 0.04633
timing repair buffer | 15 | 150.1 | 0.2317
sequential | 7 | 105.1 | 0.1622
tap | 46 | 57.56 | 0.08880
layer usage:
metal | share of wire | global-route usage
met3 | 0.064 | 0.003409
met1 | 0.39 | 0.03232
met4 | 0 | 0
met2 | 0.54 | 0.05457
met5 | 0 | 0
layout by cell type (no fill, tap or decap):
cell type	netlist	routed
mux2i_1	1	1
and2_2	1	1
dlxtn_1	7	7
nand3b_1	1	1
nor2_1	3	3
conb_1	2	8
a21o_1	1	1
inv_1	8	8
ha_1	3	3
a21oi_1	2	2
mux2_1	1	1
nand2_1	4	4
xor2_2	1	1
xnor2_1	2	2
clkdlybuf4s50_1	0	15
nor4b_2	1	1
and3_1	1	1
o21ai_1	1	1
nor3_1	2	2
o21a_1	1	1
fa_1	4	4
power groups by stage:
stage	combinational, mW	sequential [mW]	clock, mW
global route	0.0932	0.0103	0
finish	0.0804	0.0100	0
CTS	0.0826	0.0101	0
per-stage QoR:
stage	instances	utilization	area [µm²]
2_1_floorplan	63	-	515.5
3_3_place_gp	114	0.1897	648.1
3_5_place_dp	114	0.1897	648.1
4_1_cts	114	0.1897	648.1
5_1_grt	114	0.1897	648.1
6_report	114	0.1897	648.1
logic make-up after synthesis:
family / synth area share
buffers and inverters: 0.2132
AND/OR/NAND/NOR: 0.1472
adder cells (fa/ha/maj): 0.2386
latches: 0.2132
AND-OR/OR-AND: 0.06092
XOR/XNOR: 0.06854
other: 0.01523
multiplexers: 0.04315
No activity file was given, so power comes from the tool's default toggle rates.
